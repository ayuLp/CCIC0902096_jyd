$ cat ./constraint.sdc
current_design execute

set clk_period 13.4
set clk_io_pct 0.2

create_clock -name clk0 -period $clk_period [get_ports {clk}]

set non_clock_inputs [all_inputs -no_clocks]
set_input_delay [expr $clk_period * $clk_io_pct] -clock clk0 $non_clock_inputs
set_output_delay [expr $clk_period * $clk_io_pct] -clock clk0 [all_outputs]
$ cat ./design.v
module execute(
input clk,
input rst_b,
input clear_ctl,
input hold_ctl,
input [31:0] pc_dec,
input [31:0] imm_dec,
input        imm_en_dec,  
input sll_dec,  
input srl_dec,  
input sra_dec,  
input add_dec,  
input sub_dec,  
input lui_dec,  
input auipc_dec,  
input xor_dec,  
input and_dec,  
input or_dec,  
input slt_dec,  
input sltu_dec,  
input lb_dec,  
input lh_dec,  
input lbu_dec,  
input lhu_dec,  
input lw_dec,  
input sb_dec,  
input sh_dec,  
input sw_dec,  
input jal_dec,  
input jalr_dec,  
input beq_dec,  
input bne_dec,  
input blt_dec,  
input bge_dec,  
input bltu_dec,  
input bgeu_dec,  
input fence_dec, 
input fence_i_dec,
input csrrw_dec, 
input csrrs_dec,
input csrrc_dec,
input [4:0] reg_waddr_dec,
input [31:0] reg_rdata1_ctl,
input [31:0] reg_rdata2_ctl,
output reg lb_exe,
output reg lh_exe,
output reg lbu_exe,
output reg lhu_exe,
output reg lw_exe,
output reg sb_exe,
output reg sh_exe,
output reg sw_exe,
output reg jump_en_exe,
output reg [31:0] jump_addr_exe,
output reg reg_wen_exe,
output reg [4:0] reg_waddr_exe,
output reg [31:0] reg_wdata_exe,
output reg [31:0] mem_addr_exe,
output reg [31:0] reg_rdata2_exe,
output reg load_addr_mis_exe_pre,
output reg store_addr_mis_exe_pre,
output reg [31:0] mem_addr_exe_pre,
output reg csr_wen_exe, 
output reg [11:0] csr_waddr_exe, 
output reg [31:0] csr_wdata_exe, 
output reg csr_ren_exe, 
output reg [11:0] csr_raddr_exe, 
input      [31:0] csr_rdata_csr 
);
reg jump_en_exe_pre;
reg [31:0] jump_addr_exe_pre;
reg reg_wen_exe_pre;
reg [4:0] reg_waddr_exe_pre;
reg [31:0] reg_wdata_exe_pre;
always @(*) begin
jump_en_exe_pre = 1'b0;
jump_addr_exe_pre = 32'd0;
reg_wen_exe_pre = 1'b0;
reg_waddr_exe_pre = 5'd0;
reg_wdata_exe_pre = 32'd0;
mem_addr_exe_pre = 32'd0;
csr_wen_exe = 1'b0; 
csr_waddr_exe = 12'd0;
csr_wdata_exe = 32'd0;
csr_ren_exe = 1'b0; 
csr_raddr_exe = 12'd0;
if(lui_dec) begin
  reg_wen_exe_pre = 1'b1;
  reg_waddr_exe_pre = reg_waddr_dec;
  reg_wdata_exe_pre = {imm_dec[31:12],12'd0};
end
if(auipc_dec) begin
  reg_wen_exe_pre = 1'b1;
  reg_waddr_exe_pre = reg_waddr_dec;
  reg_wdata_exe_pre = {imm_dec[31:12],12'd0} + pc_dec; 
end
if(jal_dec) begin
  reg_wen_exe_pre = 1'b1;
  reg_waddr_exe_pre = reg_waddr_dec;
  reg_wdata_exe_pre = pc_dec+32'd4; 
  jump_en_exe_pre = 1'b1;
  jump_addr_exe_pre = pc_dec + {{11{imm_dec[20]}},imm_dec[20:1],1'b0};
end
if(jalr_dec) begin
  reg_wen_exe_pre = 1'b1;
  reg_waddr_exe_pre = reg_waddr_dec;
  reg_wdata_exe_pre = pc_dec+32'd4;
  jump_en_exe_pre = 1'b1;
  jump_addr_exe_pre = reg_rdata1_ctl + {{20{imm_dec[11]}},imm_dec[11:0]};
end
if(beq_dec) begin
  if(reg_rdata1_ctl == reg_rdata2_ctl) begin
    jump_en_exe_pre = 1'b1;
    jump_addr_exe_pre = pc_dec + {{19{imm_dec[12]}},imm_dec[12:1],1'b0};
  end
end
if(bne_dec) begin
  if(reg_rdata1_ctl != reg_rdata2_ctl) begin
    jump_en_exe_pre = 1'b1;
    jump_addr_exe_pre = pc_dec + {{19{imm_dec[12]}},imm_dec[12:1],1'b0};
  end
end
if(blt_dec) begin
  if($signed(reg_rdata1_ctl) < $signed(reg_rdata2_ctl)) begin
    jump_en_exe_pre = 1'b1;
    jump_addr_exe_pre = pc_dec + {{19{imm_dec[12]}},imm_dec[12:1],1'b0};
  end
end
if(bltu_dec) begin
  if(reg_rdata1_ctl < reg_rdata2_ctl) begin
    jump_en_exe_pre = 1'b1;
    jump_addr_exe_pre = pc_dec + {{19{imm_dec[12]}},imm_dec[12:1],1'b0};
  end
end
if(bge_dec) begin
  if($signed(reg_rdata1_ctl) >= $signed(reg_rdata2_ctl)) begin
    jump_en_exe_pre = 1'b1;
    jump_addr_exe_pre = pc_dec + {{19{imm_dec[12]}},imm_dec[12:1],1'b0};
  end
end
if(bgeu_dec) begin
  if(reg_rdata1_ctl >= reg_rdata2_ctl) begin
    jump_en_exe_pre = 1'b1;
    jump_addr_exe_pre = pc_dec + {{19{imm_dec[12]}},imm_dec[12:1],1'b0};
  end
end
if(lb_dec|lh_dec|lw_dec|lbu_dec|lhu_dec) begin
  mem_addr_exe_pre = reg_rdata1_ctl + {{20{imm_dec[11]}},imm_dec[11:0]}; 
  reg_wen_exe_pre = 1'b1; 
  reg_waddr_exe_pre = reg_waddr_dec;
end
if(sb_dec|sh_dec|sw_dec) begin
  mem_addr_exe_pre = reg_rdata1_ctl + {{20{imm_dec[11]}},imm_dec[11:0]};
end
if(add_dec) begin
  reg_wen_exe_pre = 1'b1;
  reg_waddr_exe_pre = reg_waddr_dec;
  if(imm_en_dec)
    reg_wdata_exe_pre = {{20{imm_dec[11]}},imm_dec[11:0]} + reg_rdata1_ctl;
  else
    reg_wdata_exe_pre = reg_rdata2_ctl + reg_rdata1_ctl;
end
if(sub_dec) begin
  reg_wen_exe_pre = 1'b1;
  reg_waddr_exe_pre = reg_waddr_dec;
  reg_wdata_exe_pre = reg_rdata1_ctl - reg_rdata2_ctl;
end
if(slt_dec) begin
  reg_wen_exe_pre = 1'b1;
  reg_waddr_exe_pre = reg_waddr_dec;
  if(imm_en_dec & ($signed(reg_rdata1_ctl) < $signed({{20{imm_dec[11]}},imm_dec[11:0]})))
    reg_wdata_exe_pre = 32'd1;
  else if(~imm_en_dec & ($signed(reg_rdata1_ctl) < $signed(reg_rdata2_ctl)))
    reg_wdata_exe_pre = 32'd1;
end
if(sltu_dec) begin
  reg_wen_exe_pre = 1'b1;
  reg_waddr_exe_pre = reg_waddr_dec;
  if(imm_en_dec & (reg_rdata1_ctl < {{20{imm_dec[11]}},imm_dec[11:0]}))
    reg_wdata_exe_pre = 32'd1;
  else if(~imm_en_dec & (reg_rdata1_ctl < reg_rdata2_ctl))
    reg_wdata_exe_pre = 32'd1;
end
if(xor_dec) begin
  reg_wen_exe_pre = 1'b1;
  reg_waddr_exe_pre = reg_waddr_dec;
  if(imm_en_dec)
    reg_wdata_exe_pre = {{20{imm_dec[11]}},imm_dec[11:0]} ^ reg_rdata1_ctl; 
  else
    reg_wdata_exe_pre = reg_rdata2_ctl ^ reg_rdata1_ctl;
end
if(or_dec) begin
  reg_wen_exe_pre = 1'b1;
  reg_waddr_exe_pre = reg_waddr_dec;
  if(imm_en_dec)
    reg_wdata_exe_pre = {{20{imm_dec[11]}},imm_dec[11:0]} | reg_rdata1_ctl; 
  else
    reg_wdata_exe_pre = reg_rdata2_ctl | reg_rdata1_ctl;
end
if(and_dec) begin
  reg_wen_exe_pre = 1'b1;
  reg_waddr_exe_pre = reg_waddr_dec;
  if(imm_en_dec)
    reg_wdata_exe_pre = {{20{imm_dec[11]}},imm_dec[11:0]} & reg_rdata1_ctl; 
  else
    reg_wdata_exe_pre = reg_rdata2_ctl & reg_rdata1_ctl;
end
if(sll_dec) begin
  reg_wen_exe_pre = 1'b1;
  reg_waddr_exe_pre = reg_waddr_dec;
  if(imm_en_dec)
    reg_wdata_exe_pre = reg_rdata1_ctl << imm_dec[4:0]; 
  else
    reg_wdata_exe_pre = reg_rdata1_ctl << reg_rdata2_ctl[4:0];
end
if(srl_dec) begin
  reg_wen_exe_pre = 1'b1;
  reg_waddr_exe_pre = reg_waddr_dec;
  if(imm_en_dec)
    reg_wdata_exe_pre = reg_rdata1_ctl >> imm_dec[4:0]; 
  else
    reg_wdata_exe_pre = reg_rdata1_ctl >> reg_rdata2_ctl[4:0];
end
if(sra_dec) begin
  reg_wen_exe_pre = 1'b1;
  reg_waddr_exe_pre = reg_waddr_dec;
  if(imm_en_dec)
    reg_wdata_exe_pre = $signed(reg_rdata1_ctl) >>> imm_dec[4:0]; 
  else
    reg_wdata_exe_pre = $signed(reg_rdata1_ctl) >>> reg_rdata2_ctl[4:0];
end
if(fence_dec | fence_i_dec) begin
  jump_en_exe_pre = 1'b1;
  jump_addr_exe_pre = pc_dec + 32'd4;
end
if(csrrw_dec) begin 
  if(~imm_en_dec) begin
    csr_wen_exe = 1'b1;
    csr_waddr_exe = imm_dec[31:20];
    csr_wdata_exe = reg_rdata1_ctl;
    csr_ren_exe = 1'b1;
    csr_raddr_exe = imm_dec[31:20];
    reg_wen_exe_pre = 1'b1;
    reg_waddr_exe_pre = reg_waddr_dec;
    reg_wdata_exe_pre = csr_rdata_csr;
  end
  else begin
    csr_wen_exe = 1'b1;
    csr_waddr_exe = imm_dec[31:20];
    csr_wdata_exe = {27'd0,imm_dec[19:15]};
    csr_ren_exe = 1'b1;
    csr_raddr_exe = imm_dec[31:20];
    reg_wen_exe_pre = 1'b1;
    reg_waddr_exe_pre = reg_waddr_dec;
    reg_wdata_exe_pre = csr_rdata_csr;
  end
end
if(csrrs_dec) begin
  if(~imm_en_dec) begin
    csr_wen_exe = 1'b1;
    csr_waddr_exe = imm_dec[31:20];
    csr_wdata_exe = reg_rdata1_ctl | csr_rdata_csr;
    csr_ren_exe = 1'b1;
    csr_raddr_exe = imm_dec[31:20];
    reg_wen_exe_pre = 1'b1;
    reg_waddr_exe_pre = reg_waddr_dec;
    reg_wdata_exe_pre = csr_rdata_csr;
  end
  else begin
    csr_wen_exe = 1'b1;
    csr_waddr_exe = imm_dec[31:20];
    csr_wdata_exe = {27'd0,imm_dec[19:15]} | csr_rdata_csr;
    csr_ren_exe = 1'b1;
    csr_raddr_exe = imm_dec[31:20];
    reg_wen_exe_pre = 1'b1;
    reg_waddr_exe_pre = reg_waddr_dec;
    reg_wdata_exe_pre = csr_rdata_csr;
  end
end
if(csrrc_dec) begin
  if(~imm_en_dec) begin
    csr_wen_exe = 1'b1;
    csr_waddr_exe = imm_dec[31:20];
    csr_wdata_exe = ~reg_rdata1_ctl & csr_rdata_csr;
    csr_ren_exe = 1'b1;
    csr_raddr_exe = imm_dec[31:20];
    reg_wen_exe_pre = 1'b1;
    reg_waddr_exe_pre = reg_waddr_dec;
    reg_wdata_exe_pre = csr_rdata_csr;
  end
  else begin
    csr_wen_exe = 1'b1;
    csr_waddr_exe = imm_dec[31:20];
    csr_wdata_exe = ~{27'd0,imm_dec[19:15]} & csr_rdata_csr;
    csr_ren_exe = 1'b1;
    csr_raddr_exe = imm_dec[31:20];
    reg_wen_exe_pre = 1'b1;
    reg_waddr_exe_pre = reg_waddr_dec;
    reg_wdata_exe_pre = csr_rdata_csr;
  end
end
end 
always @(posedge clk or negedge rst_b) begin
  if(~rst_b) begin
    jump_en_exe          <= 1'd0;
    jump_addr_exe        <= 32'd0;
    reg_wen_exe            <= 1'd0;
    reg_waddr_exe            <= 5'd0;
    reg_wdata_exe            <= 32'd0;
    mem_addr_exe        <= 32'd0;
    reg_rdata2_exe         <= 32'd0;
    lb_exe               <= 1'b0;
    lh_exe               <= 1'b0;
    lbu_exe              <= 1'b0;
    lhu_exe              <= 1'b0;
    lw_exe               <= 1'b0;
    sb_exe               <= 1'b0;
    sh_exe               <= 1'b0;
    sw_exe               <= 1'b0;
  end
  else if(hold_ctl) begin
    jump_en_exe         <= jump_en_exe  ;
    jump_addr_exe       <= jump_addr_exe;
    reg_wen_exe           <= reg_wen_exe    ;
    reg_waddr_exe           <= reg_waddr_exe    ;
    reg_wdata_exe           <= reg_wdata_exe    ;
    mem_addr_exe       <= mem_addr_exe;
    reg_rdata2_exe        <= reg_rdata2_exe ;
    lb_exe              <= lb_exe  ;
    lh_exe              <= lh_exe  ;
    lbu_exe             <= lbu_exe ;
    lhu_exe             <= lhu_exe ;
    lw_exe              <= lw_exe  ;
    sb_exe              <= sb_exe  ;
    sh_exe              <= sh_exe  ;
    sw_exe              <= sw_exe  ;
  end
  else if(clear_ctl) begin
    jump_en_exe          <= 1'd0;
    jump_addr_exe        <= 32'd0;
    reg_wen_exe            <= 1'd0;
    reg_waddr_exe            <= 5'd0;
    reg_wdata_exe            <= 32'd0;
    mem_addr_exe        <= 32'd0;
    reg_rdata2_exe         <= 32'd0;
    lb_exe               <= 1'b0;
    lh_exe               <= 1'b0;
    lbu_exe              <= 1'b0;
    lhu_exe              <= 1'b0;
    lw_exe               <= 1'b0;
    sb_exe               <= 1'b0;
    sh_exe               <= 1'b0;
    sw_exe               <= 1'b0;
  end
  else begin
    jump_en_exe         <= jump_en_exe_pre  ;
    jump_addr_exe       <= jump_addr_exe_pre;
    reg_wen_exe           <= reg_wen_exe_pre    ;
    reg_waddr_exe           <= reg_waddr_exe_pre    ;
    reg_wdata_exe           <= reg_wdata_exe_pre    ;
    mem_addr_exe       <= mem_addr_exe_pre;
    reg_rdata2_exe        <= reg_rdata2_ctl       ;
    lb_exe              <= lb_dec  ;
    lh_exe              <= lh_dec  ;
    lbu_exe             <= lbu_dec ;
    lhu_exe             <= lhu_dec ;
    lw_exe              <= lw_dec  ;
    sb_exe              <= sb_dec  ;
    sh_exe              <= sh_dec  ;
    sw_exe              <= sw_dec  ;
  end
end
always @(*) begin
load_addr_mis_exe_pre = 1'b0;
store_addr_mis_exe_pre = 1'b0;
if((lh_dec|lhu_dec) & mem_addr_exe_pre[0]) load_addr_mis_exe_pre = 1'b1;
if(lw_dec & (|mem_addr_exe_pre[1:0])) load_addr_mis_exe_pre = 1'b1;
if(sh_dec & mem_addr_exe_pre[0]) store_addr_mis_exe_pre = 1'b1;
if(sw_dec & (|mem_addr_exe_pre[1:0])) store_addr_mis_exe_pre = 1'b1;
end
endmodule
$ cat ./run.sh
#!/bin/bash
# OpenROAD 26Q1-2900-gdf79404cd8, Yosys 0.63+post, stock flow scripts
make -C /OpenROAD-flow-scripts/flow DESIGN_CONFIG=/design/flow/config.mk WORK_HOME=/design/flow/orfs finish
$ cat ./config.mk
export PLATFORM = sky130hd
export DESIGN_NAME = execute
export DESIGN_NICKNAME = execute
export VERILOG_FILES = /design/flow/design.v
export SDC_FILE = /design/flow/constraint.sdc
export NUM_CORES = 4
export LEC_CHECK = 1
export CORE_UTILIZATION = 50
==> flow_summary_export.csv <==
group,metric,value,unit
floorplanning,core,49200,µm²
pwr,total_power,0.00241,W
route,drt-wirelength-per-cell,29.0,µm
sta,setup_violations,0,
critical_path,rrSetupSlack,11290,ps
logic_synthesis,top_area_cell,"dfrtp_1",
sta,finalCritPeriodShare,81.5,%
pwr,power-per-cell-area,79.3,nW/µm²
floorplanning,rows,81,
logic_synthesis,top_cell_area_share,14.3,%
clock_network,cts_root_buf,"clkbuf_16",
critical_path,cp.arrival,8250,ps
logic_synthesis,netlist_instances,3517,
floorplanning,ios,438,
sta,finClkSkew,0,ps
critical_path,critical_path_class,"input port to output pin",
critical_path,r2r_cells,4,
pwr,pwr-share-seq,21.2,%
final_layout,logic_area,19400,µm²
final_layout,lay_top_count,"clkdlybuf4s50_1",
logic_synthesis,area_leaders,"dfrtp_1 14%, ha_1 13%, a21oi_1 6.7%",
logic_synthesis,synth-edff-count,0,
outcome,outcome,"finished clean",
floorplanning,die_w,226,µm
floorplanning,chip_area,50900,µm²
global_routing,grt_max_degree,81,
route,drt-total-wl,130,mm
critical_path,cp_common_cell,"clkdlybuf4s50_1",
min_path,holdCritPathClass,"register to register",
final_layout,area_growth,21.4,%
final_layout,drive_gt1_share,5.16,%
pwr,vdd_drop_max,0.000104,V
route,ant_nets,0,
pwr,p_int,0.00128,W
logic_synthesis,ys_cells,3517,
logic_synthesis,synth.avg_cell_area,7.11,µm²
clock_network,ctsHoldBuffers,0,
route,drc,0,
clock_network,post-cts-setup-buffer-count,0,
sta,timing.fmax,91.5,MHz
placement,port_buffers,437,
critical_path,cp_max_fo,22,
placement,dp_hpwl,99.3,mm
logic_synthesis,ys_area,25000,µm²
critical_path,crit_path_end_kind,"output pin",
pwr,power_switching,0.00113,W
critical_path,cpMaxStageDelayCell,"xor2_1",
logic_synthesis,flop_cell,"dfrtp_1",
logic_synthesis,ys_types,100,
logic_synthesis,netlist_area,25000,µm²
sta,worstMarginPinSlew,1140,ps
critical_path,crit_required,10720,ps
critical_path,r2r-start,"reg_wdata_exe[30]",
sta,layout_setup_ws,2470,ps
floorplanning,fp_util,50.8,%
route,via_per_inst,6.96,
clock_network,htree_num_levels,4,
route,drtIter0Drc,4293,
clock_network,clock_path_buffers,2,
clock_network,cts_buffers,17,
global_routing,grtUsageTotal,51.4,%
critical_path,critPathMaxStageDelay,670,ps
final_layout,seq_area,3580,µm²
placement,pre_cts_ws,2660,ps
placement,gp_congestion,1.10,
logic_synthesis,async_flop_share,100,%
sta,finalHoldViolCount,0,
placement,placed_area,29800,µm²
min_path,whs_path_depth,1,
sta,rsz0062_at_grt,"no",
floorplanning,fp.dieH,226,µm
sta,slew_viol_final,0,
logic_synthesis,yosys_warnings,1,
clock_network,clk_transition_reported_paths,70,ps
critical_path,start_kind,"input port",
clock_network,clk_latency,500,ps
run,cap_violations,0,
pwr,p_leak,13.0,nW
clock_network,post_cts_resized,0,
final_layout,fillerInstances,4123,
pwr,combPwrFrac,58.1,%
clock_network,clock_sinks,143,
critical_path,reg2reg_to,"reg_wdata_exe[30]",
global_routing,grt_pass1_vias,29200,
min_path,min_delay_worst_endpoint,"reg_wen_exe",
critical_path,crit_chain,"clkdlybuf4s50_1 -> buf_4 -> inv_1 -> ha_1 -> or4_4 -> or4b_4 -> or4b_1 -> o21ai_2 -> o21ai_0 -> o2bb2ai_1 -> xor2_1 -> nor2b_1 -> clkdlybuf4s50_1",
final_layout,final_cell_mix,"432 x clkdlybuf4s50_1, 340 x nand2_1, 336 x nor2_1",
global_routing,grt_pass1_wl,189,mm
sta,period_needed,10930,ps
logic_synthesis,ys_seq_share,14.3,%
clock_network,tritoncts,"done",
pwr,p_clk_share,20.7,%
route,first_pass_iters,10,
min_path,hp-start,"reg_wen_exe",
global_routing,grt_overflow,0,
sta,tns,0,ps
final_layout,fin_area,30300,µm²
pwr,p_sw_share,46.9,%
route,vias,31300,
logic_synthesis,ys.flops,143,
global_routing,antenna_found_initial,8,
sta,relSlewSlack,23.5,%
run,tool_warnings,121,
Yosys cell counts, types with 12 or more instances:
master       n
a2111oi_0   15
a211o_1     13
a211oi_1    84
a21boi_0    21
a21o_1      46
a21oi_1    335
a221o_1     22
a221oi_1    47
a22o_1      16
a22oi_1     25
a311oi_1    15
a31oi_1     48
and2_1      27
and3_1      27
buf_1       21
buf_2       12
buf_4       14
clkbuf_1   179
clkbuf_8    13
dfrtp_1    143
ha_1       250
inv_1      220
mux2i_1    139
nand2_1    340
nand2b_1    34
nand3_1     80
nand4_1     25
nor2_1     338
nor2b_1     22
nor3_1      73
nor4_1      26
o211ai_1    45
o21a_1      29
o21ai_0    288
o21bai_1    21
o221ai_1    17
o22ai_1     26
o31ai_1     57
or2_2       14
or3_1       18
xnor2_1    104
xor2_1      45
critical path, delay by kind of cell:
| family | cells | cell delay [ps] |
|---|---|---|
| AND-OR/OR-AND | 3 | 710 |
| XOR/XNOR | 1 | 670 |
| adder cells (fa/ha/maj) | 1 | 590 |
| buffers and inverters | 4 | 1700 |
| AND/OR/NAND/NOR | 4 | 1880 |
metrics by stage:
| step | instances | hold slack [ps] | utilization (%) |
|---|---|---|---|
| after floorplan | 3517 | 423 | - |
| after global placement | 4466 | 464 | 60.5 |
| after detailed placement | 4466 | 469 | 60.5 |
| after CTS | 4498 | 485 | 61.7 |
| after global routing | 4498 | 502 | 61.7 |
| final | 4501 | 485 | 61.7 |
cell families (layout without fill, tap and decap cells):
family	count (synthesis)	after routing	synth area share (%)
AND-OR/OR-AND	1276	1276	33.3
XOR/XNOR	150	150	5.29
adder cells (fa/ha/maj)	255	255	12.9
buffers and inverters	472	789	8.19
flip-flops	143	143	14.3
multiplexers	153	153	6.42
other	0	3	0
AND/OR/NAND/NOR	1068	1068	19.5
sequential cells by signal, indices dropped and copies added (netlist names):
register and cells:
reg_wen_exe 1, sh_exe 1, lhu_exe 1, reg_rdata2_exe 32, lw_exe 1, jump_en_exe 1
sb_exe 1, mem_addr_exe 32, lbu_exe 1, jump_addr_exe 32, lh_exe 1, reg_wdata_exe 32
lb_exe 1, reg_waddr_exe 5, sw_exe 1
final cells by class:
| type | count | area share [%] |
|---|---|---|
| antenna | 3 | 0.0247 |
| clock buffer | 17 | 1.40 |
| clock inverter | 15 | 0.466 |
| inverter | 225 | 2.78 |
| multi-input combinational | 2902 | 64.1 |
| sequential | 143 | 11.8 |
| tap | 664 | 2.74 |
| timing repair buffer | 532 | 16.7 |
worst max-delay path by stage:
stage / startpoint / endpoint
CTS: imm_dec[11] / mem_addr_exe_pre[31]
global route: imm_dec[11] / mem_addr_exe_pre[31]
finish: imm_dec[11] / mem_addr_exe_pre[31]
layer usage:
metal  track usage (%)  wire (µm)  share of wire, %
met2              69.8      51800                40
met5              4.30        317              0.24
met3              24.1      20400                16
met4              28.1       9160               7.0
met1              66.9      48800                37
power groups by stage:
| stage | clock (W) | sequential (W) | combinational, W |
|---|---|---|---|
| final | 0.000499 | 0.000510 | 0.00140 |
| after global routing | 0.000517 | 0.000512 | 0.00147 |
| after CTS | 0.000503 | 0.000508 | 0.00134 |
Power is estimated from default activity; no workload was simulated.
