File: run.sh
#!/bin/bash
# OpenROAD 26Q1-2900-gdf79404cd8, Yosys 0.63+post, stock flow scripts
make -C /OpenROAD-flow-scripts/flow DESIGN_CONFIG=/design/flow/config.mk WORK_HOME=/design/flow/orfs finish
File: config.mk
export PLATFORM = sky130hd
export DESIGN_NAME = interrupt
export DESIGN_NICKNAME = interrupt
export VERILOG_FILES = /design/flow/design.v
export SDC_FILE = /design/flow/constraint.sdc
export NUM_CORES = 4
export LEC_CHECK = 1
export CORE_AREA = 10 10 201 201
export DIE_AREA = 0 0 211 211
File: constraint.sdc
current_design interrupt

set clk_period 15.0
set clk_io_pct 0.2

create_clock -name clk0 -period $clk_period [get_ports {clk}]

set non_clock_inputs [all_inputs -no_clocks]
set_input_delay [expr $clk_period * $clk_io_pct] -clock clk0 $non_clock_inputs
set_output_delay [expr $clk_period * $clk_io_pct] -clock clk0 [all_outputs]
File: design.v
module interrupt(
input clk,
input rst_b,
input ecall_dec,
input ebreak_dec,
input mret_dec,
input [31:0] pc_dec,
input [31:0] inst_dec,
input illegal_inst_dec,
input load_addr_mis_exe_pre,
input store_addr_mis_exe_pre,
input [31:0] mem_addr_exe_pre,
input [7:0] ext_ini_flag_top,
input [31:0] mstatus_csr,
input [31:0] mie_csr,
input [31:0] mtvec_csr,
input [31:0] mepc_csr,
output reg        csr_wen_intp,
output reg [11:0] csr_waddr_intp,
output reg [31:0] csr_wdata_intp,
output reg        ini_clear_intp,
output reg        ini_jump_intp,
output reg [31:0] ini_jump_addr_intp
);
parameter IDLE             = 3'd0;
parameter MEPC             = 3'd1;
parameter MSTATUS          = 3'd2;
parameter MCAUSE           = 3'd3;
parameter MTVAL            = 3'd4;
parameter JUMP             = 3'd5;
wire external_irq = ext_ini_flag_top[1] & mstatus_csr[3] & mie_csr[11];
wire timer_irq = ext_ini_flag_top[0] & mstatus_csr[3] & mie_csr[7];
wire illegal_inst_ecp = illegal_inst_dec;
wire inst_addr_mis_ecp = |pc_dec[1:0];
wire ecall_ecp = ecall_dec;
wire ebreak_ecp = ebreak_dec;
wire load_addr_mis_ecp = load_addr_mis_exe_pre;
wire store_addr_mis_ecp = store_addr_mis_exe_pre;
wire [7:0] irq_ecp_en = {external_irq,timer_irq,illegal_inst_ecp,inst_addr_mis_ecp,ecall_ecp,ebreak_ecp,load_addr_mis_ecp,store_addr_mis_ecp};
reg [7:0] irq_ecp_en_active;
reg mret_dec_active;
reg [2:0] intp_status;
reg [2:0] intp_status_next;
reg [31:0] inst_dec_active;
reg [31:0] pc_dec_active;
reg [31:0] mem_addr_exe_pre_active;
always @(posedge clk or negedge rst_b) begin
  if(~rst_b)
    intp_status <= IDLE;
  else
    intp_status <= intp_status_next;
end
always @(*) begin
  case(intp_status)
    IDLE:
      if(|irq_ecp_en)
        intp_status_next = MEPC;
      else if(mret_dec)
        intp_status_next = MSTATUS;
      else
        intp_status_next = intp_status;
    MEPC:
      if(|irq_ecp_en_active)
        intp_status_next = MSTATUS;
      else
        intp_status_next = intp_status;
    MSTATUS:
      if(|irq_ecp_en_active)
        intp_status_next = MCAUSE;
      else if(mret_dec_active)
        intp_status_next = JUMP;
      else
        intp_status_next = intp_status;
    MCAUSE:
      if(|irq_ecp_en_active)
        intp_status_next = MTVAL;
      else
        intp_status_next = intp_status;
    MTVAL:
      if(|irq_ecp_en_active)
        intp_status_next = JUMP;
      else
        intp_status_next = intp_status;
    JUMP:  intp_status_next = IDLE;
    default:  intp_status_next = IDLE;         
  endcase
end 
genvar i;
generate
  for(i=0;i<8;i=i+1) begin: gen_irq_ecp_active
    always @(posedge clk or negedge rst_b) begin
      if(~rst_b)
        irq_ecp_en_active[i]         <= 1'b0;
      else if(irq_ecp_en[i] & (intp_status_next == MEPC))
        irq_ecp_en_active[i]         <= 1'b1;
      else if(irq_ecp_en_active[i] & (intp_status_next == JUMP))
        irq_ecp_en_active[i]         <= 1'b0;
    end 
  end 
endgenerate
always @(posedge clk or negedge rst_b) begin
  if(~rst_b)
    mret_dec_active <= 1'b0;
  else if(mret_dec & (intp_status_next == MSTATUS))
    mret_dec_active <= 1'b1;
  else if(mret_dec_active & (intp_status_next == JUMP))
    mret_dec_active <= 1'b0;
end
always @(posedge clk or negedge rst_b) begin
  if(~rst_b)
    inst_dec_active <= 32'd0;
  else if(irq_ecp_en[5] & (intp_status_next == MEPC))
    inst_dec_active <= inst_dec;
  else if(irq_ecp_en_active[5] & (intp_status_next == JUMP))
    inst_dec_active <= 32'd0;
end
always @(posedge clk or negedge rst_b) begin
  if(~rst_b)
    pc_dec_active <= 32'd0;
  else if((irq_ecp_en[4] | irq_ecp_en[2]) & (intp_status_next == MEPC))
    pc_dec_active <= pc_dec;
  else if((irq_ecp_en_active[4] | irq_ecp_en_active[2]) & (intp_status_next == JUMP))
    pc_dec_active <= 32'd0;
end
always @(posedge clk or negedge rst_b) begin
  if(~rst_b)
    mem_addr_exe_pre_active <= 32'd0;
  else if((|irq_ecp_en[1:0]) & (intp_status_next == MEPC))
    mem_addr_exe_pre_active <= mem_addr_exe_pre;
  else if((|irq_ecp_en_active[1:0]) & (intp_status_next == JUMP))
    mem_addr_exe_pre_active <= 32'd0;
end
always @(*) begin
  csr_wen_intp = 1'b0;
  csr_waddr_intp = 12'd0;
  csr_wdata_intp = 32'd0;
  ini_clear_intp = 1'b0;
  ini_jump_intp = 1'b0;
  ini_jump_addr_intp = 32'd0;
  case(intp_status_next)
    IDLE:
      begin
        csr_wen_intp = 1'b0;
        csr_waddr_intp = 12'd0;
        csr_wdata_intp = 32'd0;
        ini_clear_intp = 1'b0;
        ini_jump_intp = 1'b0;
        ini_jump_addr_intp = 32'd0;
      end
    MEPC:
      if(|irq_ecp_en) begin
        csr_wen_intp = 1'b1;
        csr_waddr_intp = 12'h341;
        csr_wdata_intp = pc_dec;
        ini_clear_intp = 1'b1;
      end
    MSTATUS:
      if(|irq_ecp_en_active) begin 
        csr_wen_intp = 1'b1;
        csr_waddr_intp = 12'h300;
        csr_wdata_intp = {mstatus_csr[31:4],1'b0,mstatus_csr[2:0]};
        ini_clear_intp = 1'b1;
      end
      else if(mret_dec) begin 
        csr_wen_intp = 1'b1;
        csr_waddr_intp = 12'h300;
        csr_wdata_intp = {mstatus_csr[31:4],mstatus_csr[7],mstatus_csr[2:0]};
        ini_clear_intp = 1'b1;
      end
    MCAUSE:
      if(irq_ecp_en_active[7]) begin
        csr_wen_intp = 1'b1;
        csr_waddr_intp = 12'h342;
        csr_wdata_intp = 32'h8000_000b;
        ini_clear_intp = 1'b1;
      end 
      else if(irq_ecp_en_active[6]) begin
        csr_wen_intp = 1'b1;
        csr_waddr_intp = 12'h342;
        csr_wdata_intp = 32'h8000_0007;
        ini_clear_intp = 1'b1;
      end 
      else if(irq_ecp_en_active[5]) begin
        csr_wen_intp = 1'b1;
        csr_waddr_intp = 12'h342;
        csr_wdata_intp = 32'h2;
        ini_clear_intp = 1'b1;
      end 
      else if(irq_ecp_en_active[4]) begin
        csr_wen_intp = 1'b1;
        csr_waddr_intp = 12'h342;
        csr_wdata_intp = 32'h0;
        ini_clear_intp = 1'b1;
      end 
      else if(irq_ecp_en_active[3]) begin
        csr_wen_intp = 1'b1;
        csr_waddr_intp = 12'h342;
        csr_wdata_intp = 32'd11;
        ini_clear_intp = 1'b1;
      end 
      else if(irq_ecp_en_active[2]) begin
        csr_wen_intp = 1'b1;
        csr_waddr_intp = 12'h342;
        csr_wdata_intp = 32'd3;
        ini_clear_intp = 1'b1;
      end 
      else if(irq_ecp_en_active[1]) begin
        csr_wen_intp = 1'b1;
        csr_waddr_intp = 12'h342;
        csr_wdata_intp = 32'd4;
        ini_clear_intp = 1'b1;
      end 
      else if(irq_ecp_en_active[0]) begin
        csr_wen_intp = 1'b1;
        csr_waddr_intp = 12'h342;
        csr_wdata_intp = 32'd6;
        ini_clear_intp = 1'b1;
      end 
    MTVAL:
      if(irq_ecp_en_active[7]) begin
        csr_wen_intp = 1'b1;
        csr_waddr_intp = 12'h343;
        csr_wdata_intp = 32'h0;
        ini_clear_intp = 1'b1;
      end 
      else if(irq_ecp_en_active[6]) begin
        csr_wen_intp = 1'b1;
        csr_waddr_intp = 12'h343;
        csr_wdata_intp = 32'h0;
        ini_clear_intp = 1'b1;
      end 
      else if(irq_ecp_en_active[5]) begin
        csr_wen_intp = 1'b1;
        csr_waddr_intp = 12'h343;
        csr_wdata_intp = inst_dec_active;
        ini_clear_intp = 1'b1;
      end 
      else if(irq_ecp_en_active[4]) begin
        csr_wen_intp = 1'b1;
        csr_waddr_intp = 12'h343;
        csr_wdata_intp = pc_dec_active;
        ini_clear_intp = 1'b1;
      end 
      else if(irq_ecp_en_active[3]) begin
        csr_wen_intp = 1'b1;
        csr_waddr_intp = 12'h343;
        csr_wdata_intp = 32'd0;
        ini_clear_intp = 1'b1;
      end 
      else if(irq_ecp_en_active[2]) begin
        csr_wen_intp = 1'b1;
        csr_waddr_intp = 12'h343;
        csr_wdata_intp = pc_dec_active;
        ini_clear_intp = 1'b1;
      end 
      else if(irq_ecp_en_active[1]) begin
        csr_wen_intp = 1'b1;
        csr_waddr_intp = 12'h343;
        csr_wdata_intp = mem_addr_exe_pre_active;
        ini_clear_intp = 1'b1;
      end 
      else if(irq_ecp_en_active[0]) begin
        csr_wen_intp = 1'b1;
        csr_waddr_intp = 12'h343;
        csr_wdata_intp = mem_addr_exe_pre_active;
        ini_clear_intp = 1'b1;
      end 
    JUMP:
      if(|irq_ecp_en_active) begin
        ini_jump_intp = 1'b1;
        ini_jump_addr_intp = mtvec_csr;
      end
      else if(mret_dec_active) begin
        ini_jump_intp = 1'b1;
        ini_jump_addr_intp = mepc_csr;
      end
  endcase
end 
endmodule
==> deck_impl_summary.md <==
Run Summary

Drt
  – Via-to-Cell Ratio: 4.85
  – Final ANT Viol Nets: 0
  – Drt first-iter violations: 657
  – Met3 wire length: 3250 um
  – Max Used Layer: met5
  – Routed length per instance: 21.5 um
  – Via count of the routed design: 6922
  – Pre-antenna DRT Iters: 5
  – DRC violations left: 0
  – DRT Wirelength: 30800 um
  – Metal-1 WL: 12700 um
  – DR WL met2: 14200 um

Final layout
  – Commonest cells after routing, fill and taps aside: clkdlybuf4s50_1 (274), dfrtp_1 (109), nand2_1 (106)
  – Most frequent logic cell in the layout: clkdlybuf4s50_1
  – Area delta synth->final: 52.0%
  – Fraction of layout cells with a size suffix above 1: 0.0894

Synth
  – Distinct lib cells used: 55
  – Async S/R FF share, synth: 1.00
  – Post-Syn Instances: 720
  – Post-synthesis cell area: 6630 um^2
  – Seq/Total Area, Yosys: 0.419
  – Number of enable flip-flop cells: 0
  – Syn avg cell area: 9.20 um^2
  – Simple-Gate Area Share: 0.187
  – Mux area share: 0
  – Yosys warns: 1
  – Post-Synth XOR/XNOR Area: 0
  – Synthesis area per yosys: 6630 um^2
  – Ys flop type: dfrtp_1
  – Post-Synth Adder-Cell Area: 0
  – Number of cells in the yosys synthesis report: 720
  – Dominant comb cell: AND-OR/OR-AND gates
  – Flops after synth: 111
  – Yosys aoi share: 0.326

Final timing
  – Setup Viol. Count Final: 0
  – Unrepaired setup endpoints after global routing: false
  – Cycle use final: 0.636
  – Slew @ Worst Pin: 0.890 ns
  – Final-report hold violation count: 0
  – Maximum clock frequency: 0.105 GHz
  – Setup TNS: 0 ns
  – Final clock skew: 0.0106 ns
  – Max_slew headroom: 0.391
  – Final min period: 9.53 ns
  – Setup ws final: 5.47 ns
  – Max-slew violations: 0

Floorplanning
  – Core Area: 35700 um^2
  – Ports: 319
  – Fp util: 0.185
  – Die y size: 211 um
  – Die x size: 211 um
  – Number of cell rows: 69
  – Die area: 44500 um^2

Clocking
  – Clk buf depth: 2
  – Clk ins delay skew pair: 0.36 ns
  – CTS buffer count: 9
  – Clock root buffer: clkbuf_16
  – CTS resizes: 0
  – CTS tree: done
  – Setup bufs post-CTS: 0
  – Clock-pin slew on the worst setup and hold paths: 0.07 ns
  – CTS Sinks: 111
  – H-tree Lvls: 3
  – Hold-fix buffers at CTS: 0

Hold path
  – Type of the worst min-delay path: reg2reg

Placed design
  – Pre-CTS WS: 5.48 ns
  – Routability Congestion: 0.894
  – IO buf count: 275
  – Post-DP HPWL: 22600 um

Critical path
  – Worst path slowest cell: a2111oi_2
  – Crit path max fanout: 34
  – Max incr delay on CP: 0.73 ns
  – Critical path class: in2out
  – Crit-path cells: clkdlybuf4s50_1 -> or3_1 -> a2111oi_2 -> a21o_1 -> buf_4 -> or3_2 -> buf_4 -> nor2_1 -> clkdlybuf4s50_1
  – CP endpoint kind: primary output
  – Worst EP required: 12.00 ns
  – CP Data Arrival Time: 6.53 ns
  – Crit path launch type: primary input

Job
  – Max cap viols: 0
  – Tool warnings: 61

Global route
  – First-pass GRT wire length: 44500 um
  – Grt ovf: 0
  – GRT Resource Usage Total: 0.133
  – Maximum number of pins on one net before global-route repair: 49
  – Initial antenna violation count: 16
  – Vias in the first global route: 6959

Power
  – Power per cell area: 59.9 nW/um^2
  – Worst VDD drop: 0.0546 mV
  – LEAKAGE: 0.00390 uW

Status
  – Status: complete, no violations
## registers in the layout, indices dropped and copies added, names as in the netlist, named ones only
name / count
inst_dec_active: 32
mem_addr_exe_pre_active: 32
pc_dec_active: 32
irq_ecp_en_active: 8
intp_status: 4
mret_dec_active: 1
## logic make-up after synthesis
logic type / after synthesis
other: 1
buffers and inverters: 90
DFF: 111
and+or+nand+nor: 251
AOI/OAI and AO/OA: 267
## worst max-delay path, delay by kind of cell
kind	cells	cell delay, ns
AOI/OAI and AO/OA	2	0.89
and+or+nand+nor	3	0.77
buffers and inverters	4	1.81
## synth_stat cells, types with 3 or more instances
master / instances / area (um^2)
dfrtp_1: 110 / 2750
nand2_1: 106 / 398
a22o_1: 100 / 876
nand3_1: 58 / 290
clkbuf_1: 37 / 139
a21oi_2: 30 / 263
o21ai_0: 26 / 130
buf_2: 24 / 120
o211ai_1: 24 / 180
a221o_1: 22 / 220
nor2_1: 22 / 82.6
and4_1: 21 / 184
a21oi_1: 16 / 80.1
inv_1: 12 / 45.0
nand4_1: 11 / 68.8
a31oi_1: 10 / 62.6
buf_4: 9 / 67.6
a32oi_1: 7 / 61.3
nor3_1: 7 / 35.0
buf_6: 6 / 67.6
o221ai_1: 6 / 52.6
and3_1: 5 / 31.3
o2111ai_1: 4 / 35.0
or4_1: 4 / 30.0
a21o_1: 3 / 22.5
or2_2: 3 / 18.8
or3_1: 3 / 18.8
## layer usage
layer | GRT usage | vias to the layer above
met1 | 0.168 | 3284
met5 | 0 | -
met2 | 0.213 | 328
met4 | 0.0222 | 22
met3 | 0.0532 | 48
li1 | - | 3240
## final timing paths
check	start	endpoint	slack, ns	cells past startpoint
setup reg to reg	irq_ecp_en_active[5]	inst_dec_active[17]	10.73	8
max in group asynchronous	rst_b	irq_ecp_en_active[5]	11.44	2
hold reg to reg	intp_status[4]	intp_status[0]	0.45	1
hold / removal	intp_status[4]	intp_status[0]	0.45	1
min in group asynchronous	rst_b	mem_addr_exe_pre_active[18]	2.57	1
setup / recovery	pc_dec[0]	ini_jump_intp	5.47	9
## power breakdown
part / total, uW / internal, uW / switching (uW)
Sequential: 299 / 299 / 0
Clock: 236 / 123 / 113
Combinational: 68.8 / 47.9 / 20.9
## stage by stage
step	total power, uW	hold slack (ns)	cells	cell area [um^2]	utilization
after floorplan	309	0.417	726	6650	-
after global placement	374	0.427	1407	9770	0.273
after detailed placement	374	0.432	1407	9770	0.273
after CTS	610	0.451	1423	10100	0.281
after global routing	627	0.467	1425	10100	0.281
final	603	0.446	1428	10100	0.282
## final cells by class
class | instances | area (um^2)
Fill cell | 3774 | 25700
Multi-Input combinational cell | 525 | 3450
Inverter | 12 | 45.0
Clock inverter | 4 | 27.5
Antenna cell | 5 | 12.5
Timing Repair Buffer | 298 | 2920
Clock buffer | 12 | 256
Tap cell | 461 | 577
Sequential cell | 111 | 2780
Power is estimated from default activity; no workload was simulated.
