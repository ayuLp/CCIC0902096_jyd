File: design/flow/design.v
module riscv_rib #(
parameter mst_num = 3,
parameter slv_num = 3
)(
input clk,
input rst_b,
input      [mst_num*32-1:0] rib_addr_mst,
input      [mst_num*32-1:0] rib_wdata_mst,
output reg [mst_num*32-1:0] rib_rdata_mst,
input      [mst_num-1   :0] rib_req_mst,
input      [mst_num-1   :0] rib_wr_en_mst,
output reg [slv_num*32-1:0] rib_addr_slv,
output reg [slv_num*32-1:0] rib_wdata_slv,
input      [slv_num*32-1:0] rib_rdata_slv,
output reg [slv_num-1   :0] rib_req_slv,
output reg [slv_num-1   :0] rib_wr_en_slv,
output reg  rib_core_hold
);
always @(*) begin
  rib_addr_slv  = {slv_num*32{1'b0}};
  rib_wdata_slv = {slv_num*32{1'b0}};
  rib_req_slv   = {slv_num{1'b0}};
  rib_wr_en_slv = {slv_num{1'b0}};
  rib_core_hold = 1'b0;
  if(rib_req_mst[0]) begin 
    case(rib_addr_mst[31:28])
      4'b0000:
        begin
          rib_addr_slv[31:0]    = rib_addr_mst[31:0];
          rib_wdata_slv[31:0]   = rib_wdata_mst[31:0];
          rib_req_slv[0]        = rib_req_mst[0];
          rib_wr_en_slv[0]      = rib_wr_en_mst[0];
          rib_core_hold         = 1'b1;
        end
      4'b0001:
        begin
          rib_addr_slv[32+31:32+0]    = rib_addr_mst[31:0];
          rib_wdata_slv[32+31:32+0]   = rib_wdata_mst[31:0];
          rib_req_slv[1]              = rib_req_mst[0];
          rib_wr_en_slv[1]            = rib_wr_en_mst[0];
          rib_core_hold               = 1'b1;
        end
    endcase
  end 
  else if(rib_req_mst[1]) begin
    case(rib_addr_mst[32+31:32+28])
      4'b0000:
        begin
          rib_addr_slv[31:0]          = rib_addr_mst[32+31:32+0];
          rib_wdata_slv[31:0]         = rib_wdata_mst[32+31:32+0];
          rib_req_slv[0]              = rib_req_mst[1];
          rib_wr_en_slv[0]            = rib_wr_en_mst[1];
          rib_core_hold               = 1'b1;
        end
      4'b0001:
        begin
          rib_addr_slv[32+31:32+0]    = rib_addr_mst[32+31:32+0];
          rib_wdata_slv[32+31:32+0]   = rib_wdata_mst[32+31:32+0];
          rib_req_slv[1]              = rib_req_mst[1];
          rib_wr_en_slv[1]            = rib_wr_en_mst[1];
          rib_core_hold               = 1'b1;
        end
    endcase      
  end 
  else if(rib_req_mst[2]) begin 
    case(rib_addr_mst[2*32+31:2*32+28])
      4'b0000:
        begin
          rib_addr_slv[31:0]              = rib_addr_mst[32*2+31:32*2+0];
          rib_wdata_slv[31:0]             = rib_wdata_mst[32*2+31:32*2+0];
          rib_req_slv[0]                  = rib_req_mst[2];
          rib_wr_en_slv[0]                = rib_wr_en_mst[2];
          rib_core_hold                   = 1'b0;
        end
      4'b0001:
        begin
          rib_addr_slv[32+31:32+0]        = rib_addr_mst[32*2+31:32*2+0];
          rib_wdata_slv[32+31:32+0]       = rib_wdata_mst[32*2+31:32*2+0];
          rib_req_slv[1]                  = rib_req_mst[2];
          rib_wr_en_slv[1]                = rib_wr_en_mst[2];
          rib_core_hold                   = 1'b0;
        end
    endcase      
  end 
end
reg [mst_num-1:0] rib_req_mst_d;
reg [mst_num*32-1:0] rib_addr_mst_d;
always @(posedge clk or negedge rst_b) begin
  if(~rst_b) begin
    rib_req_mst_d <= {mst_num{1'b0}};
    rib_addr_mst_d <= {mst_num*32{1'b0}};
  end
  else begin
    rib_req_mst_d <= rib_req_mst;
    rib_addr_mst_d <= rib_addr_mst;
  end
end
always @(*) begin
  rib_rdata_mst = {mst_num*32{1'b0}};
  if(rib_req_mst_d[0]) begin 
    case(rib_addr_mst_d[31:28])
      4'b0000:
        begin
          rib_rdata_mst[31:0]   = rib_rdata_slv[31:0];
        end
      4'b0001:
        begin
          rib_rdata_mst[31:0]         = rib_rdata_slv[32+31:32+0];
        end
    endcase
  end 
  else if(rib_req_mst_d[1]) begin
    case(rib_addr_mst_d[32+31:32+28])
      4'b0000:
        begin
          rib_rdata_mst[32+31:32+0]   = rib_rdata_slv[31:0];
        end
      4'b0001:
        begin
          rib_rdata_mst[32+31:32+0]   = rib_rdata_slv[32+31:32+0];
        end
    endcase      
  end 
  else if(rib_req_mst_d[2]) begin 
    case(rib_addr_mst_d[2*32+31:2*32+28])
      4'b0000:
        begin
          rib_rdata_mst[32*2+31:32*2+0]   = rib_rdata_slv[31:0];
        end
      4'b0001:
        begin
          rib_rdata_mst[32*2+31:32*2+0]   = rib_rdata_slv[32+31:32+0];
        end
    endcase      
  end 
end
endmodule
File: design/flow/run.sh
#!/bin/bash
# OpenROAD 26Q1-2900-gdf79404cd8, Yosys 0.63+post, stock flow scripts
make -C /OpenROAD-flow-scripts/flow DESIGN_CONFIG=/design/flow/config.mk WORK_HOME=/design/flow/orfs finish
File: design/flow/config.mk
export PLATFORM = sky130hd
export DESIGN_NAME = riscv_rib
export DESIGN_NICKNAME = riscv_rib
export VERILOG_FILES = /design/flow/design.v
export SDC_FILE = /design/flow/constraint.sdc
export NUM_CORES = 4
export LEC_CHECK = 1
export CORE_AREA = 10 10 232 232
export DIE_AREA = 0 0 242 242
File: design/flow/constraint.sdc
current_design riscv_rib

set clk_period 13.4
set clk_io_pct 0.2

create_clock -name clk0 -period $clk_period [get_ports {clk}]

set non_clock_inputs [all_inputs -no_clocks]
set_input_delay [expr $clk_period * $clk_io_pct] -clock clk0 $non_clock_inputs
set_output_delay [expr $clk_period * $clk_io_pct] -clock clk0 [all_outputs]
==> flow_summary.toml <==
# generated from flow reports
[global_routing]
grt_max_degree = 93
grt_antenna_before_repair = 3
overflow = 0
globalRouteTotalUtil = 0.1069
grt_pass1_vias = 6833
first_pass_grt_wire_length_um = 47620

[setup_path]
cp_data_required_time_ns = 10.72
critical_path_arrival_ns = 5.83
start_kind = "primary input"
cpPeakStageDelay_ns = 0.75
cp_max_fo = 92
path_class = "in2out"
critical_path.cell_chain = "clkdlybuf4s50_1 > nor3b_2 > buf_4 > and3_1 > a221o_1 > clkdlybuf4s50_1"
critPathMostFrequentCell = "sky130_fd_sc_hd__clkdlybuf4s50_1"
buffer_and_inverter_count_on_the_worst_path = 3
crit_path_top_delay_cell = "sky130_fd_sc_hd__nor3b_2"
critical_path.endpoint_type = "output pin"
path_delay_family = "buffers and inverters"

[final_timing]
max_freq_mhz = 117.5
timing.setup.tns_ns = 0
max_slew.worst_pin.slew_ns = 0.8470
final_setup_violation_count = 0
timing_hold_violations_final = 0
rsz0062_at_grt = "no"
slew_viol_final = 0
layout_worst_path_cycle_share = 0.6350
timing.max_slew.rel_slack = 0.4329
post-route-min-period_ns = 8.508

[yosys]
postSynthAreaPerCell_um2 = 7.945
synth-xor-area-share = 0
yosys.area_share.aoi = 0.3341
mux_share = 0.1364
post_synthesis_share_of_cell_area_spent_on_full_adders_half_adders_and_majority_gates = 0
ys_seq_share = 0.07994
main_kind_of_combinational_logic_by_area = "AND-OR/OR-AND gates"
yosysChipArea_mm2 = 0.004696
yosysCellCount = 591
ys_sh_simple = 0.2507
post_synthesis_instance_total = 591
yosysUniqueCellTypes = 30
total_standard_cell_area_after_synthesis_mm2 = 0.004696
synth_warnings = 1
synth.ff_latch_count = 15

[detailed_routing]
antenna_violating_nets_post_route = 0
firstDrtPassIters = 4
route.detailed.drc = 0
detail_route.vias_per_cell = 3.970
routed_wirelength_um = 33540
wl_per_cell_um = 19.87
dr.first_iter.drc_count = 400
num_vias = 6701
diodes = 0

[floorplan]
die_w_um = 242
fp-utilization = 0.09613
ioPinCount = 591
die-height_um = 242
core_mm2 = 0.04885
floorplan.rows = 81
floorplan.die_area_mm2 = 0.05856

[power]
report.power.total_uw = 273.6
total_leakage_power_nw = 4.176
peakVddDrop_mv = 0.04853
pwr_density_cell_mw_per_mm2 = 27.40

[clocking]
cts_max_level = 1
cts_sinks = 15
clock_tree.root_cell = "sky130_fd_sc_hd__clkbuf_16"
tritoncts = "done"
post-cts-setup-buffer-count = 0
clock_path_buffers = 2
resized_gates_after_cts = 0
numCtsBuffers = 3
post_cts_hold_buffer_count = 0
clk_pin_slew_ns = 0.05

[finish]
most_frequent_standard_cell_in_the_layout_excluding_fill_and_tap_cells = "sky130_fd_sc_hd__clkdlybuf4s50_1"
final_cell_count_no_fill = 1688
layout-area-overhead-vs-synth_pct = 112.6
commonest_cells_after_routing_fill_and_taps_aside = "485 x sky130_fd_sc_hd__clkdlybuf4s50_1, 122 x sky130_fd_sc_hd__and3_1, 73 x sky130_fd_sc_hd__conb_1"
layout_cells_sized_above_1 = 0.08398

[placement]
placed_cells = 1684
detailedPlacementHpwl_um = 27570
place.port_buffers = 485
gpl.final_weighted_congestion = 0.9436

[status]
status = "complete, no violations"

[flow_run]
max_cap_violations = 0
openroad.warnings = 57

[hold_path]
min_path_type = "in2async"
-- synth_stat cells --
cell type                  count  area share
sky130_fd_sc_hd__a221o_1      72        0.15
sky130_fd_sc_hd__a221o_2      50        0.12
sky130_fd_sc_hd__a22o_1       32       0.060
sky130_fd_sc_hd__and3_1      123        0.16
sky130_fd_sc_hd__and3b_1       1      0.0019
sky130_fd_sc_hd__buf_1         2      0.0016
sky130_fd_sc_hd__buf_2         7      0.0075
sky130_fd_sc_hd__buf_4        74        0.12
sky130_fd_sc_hd__buf_6        12       0.029
sky130_fd_sc_hd__clkbuf_1     50       0.040
sky130_fd_sc_hd__clkbuf_2      1      0.0011
sky130_fd_sc_hd__conb_1        1     0.00080
sky130_fd_sc_hd__dfrtp_1      15       0.080
sky130_fd_sc_hd__inv_1         1     0.00080
sky130_fd_sc_hd__mux2i_1      64        0.14
sky130_fd_sc_hd__nand2b_1      2      0.0027
sky130_fd_sc_hd__nand3b_1      1      0.0016
sky130_fd_sc_hd__nor2_1       68       0.054
sky130_fd_sc_hd__nor2b_1       1      0.0013
sky130_fd_sc_hd__nor3_4        1      0.0035
sky130_fd_sc_hd__nor3b_1       1      0.0016
sky130_fd_sc_hd__nor3b_2       1      0.0027
sky130_fd_sc_hd__nor4_1        2      0.0027
sky130_fd_sc_hd__nor4b_1       2      0.0037
sky130_fd_sc_hd__o21ai_0       1      0.0011
sky130_fd_sc_hd__or3_1         2      0.0027
sky130_fd_sc_hd__or3_2         1      0.0016
sky130_fd_sc_hd__or4_1         1      0.0016
sky130_fd_sc_hd__or4b_2        1      0.0021
sky130_fd_sc_hd__or4b_4        1      0.0029
-- per-layer routing --
layer	track usage	part of all wire	wire length (um)
met5	0	0.00039	13
met4	0.01295	0.012	405
met3	0.03310	0.092	3070
met2	0.1876	0.48	16250
met1	0.1290	0.41	13800
-- final cells by class --
cell class | instances | area [um^2]
clock inverter | 1 | 5.005
clock buffer | 3 | 75.07
tap | 664 | 830.8
timing repair buffer | 503 | 4990
multi-input combinational | 501 | 3702
inverter | 1 | 3.754
sequential | 15 | 377.9
fill | 5409 | 38860
-- through the flow --
| stage | instance area [um^2] | util | setup slack (ns) | hold slack (ns) |
|---|---|---|---|---|
| final | 9985 | 0.2044 | 4.892 | 2.841 |
| after global routing | 9985 | 0.2044 | 4.693 | 2.907 |
| after CTS | 9985 | 0.2044 | 4.882 | 2.865 |
| after detailed placement | 9905 | 0.2028 | 4.905 | 3.125 |
| after global placement | 9905 | 0.2028 | 4.948 | 3.106 |
| after floorplan | 4966 | - | 6.865 | 2.384 |
-- power by group --
group | internal, mW | switching [mW]
combinational | 0.106 | 0.0607
sequential | 0.0478 | 0.00199
clock | 0.0397 | 0.0172
-- path summary, 6_finish.rpt --
path                                  start                           end  slack, ns  cells after the start
worst max-delay path         rib_req_mst[0]              rib_addr_slv[37]       4.89                      6
worst min-delay path                  rst_b  rib_addr_mst_d[28]$_DFF_PN0_       2.84                      1
max in group asynchronous             rst_b  rib_addr_mst_d[92]$_DFF_PN0_      10.10                      1
min in group clk0          rib_addr_mst[95]  rib_addr_mst_d[95]$_DFF_PN0_       2.91                      1
-- registers in the layout, indices dropped and copies added, names as in the netlist --
signal	count
rib_addr_mst_d	12
rib_req_mst_d	3
-- kinds of logic (layout without fill, tap and decap cells) --
family	Yosys count	in the layout
other cells	1	73
buf+inv	147	508
flops	15	15
mux	64	64
simple gates	209	209
compound gates	155	155
No activity file was given, so power comes from the tool's default toggle rates.
